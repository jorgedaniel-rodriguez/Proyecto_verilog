[/design/flow/run.sh]
#!/bin/bash
# OpenROAD 26Q1-2900-gdf79404cd8, Yosys 0.63+post, stock flow scripts
make -C /OpenROAD-flow-scripts/flow DESIGN_CONFIG=/design/flow/config.mk WORK_HOME=/design/flow/orfs finish
[/design/flow/config.mk]
export PLATFORM = sky130hd
export DESIGN_NAME = COMP_4
export DESIGN_NICKNAME = COMP_4
export VERILOG_FILES = /design/flow/design.v
export SDC_FILE = /design/flow/constraint.sdc
export NUM_CORES = 4
export LEC_CHECK = 1
export CORE_AREA = 10 10 70 70
export DIE_AREA = 0 0 80 80
[/design/flow/constraint.sdc]
current_design COMP_4

set clk_period 1.0
set clk_io_pct 0.2

create_clock -name clk0 -period $clk_period

set non_clock_inputs [all_inputs -no_clocks]
set_input_delay [expr $clk_period * $clk_io_pct] -clock clk0 $non_clock_inputs
set_output_delay [expr $clk_period * $clk_io_pct] -clock clk0 [all_outputs]
[/design/flow/design.v]
module MUX4x1_Case ( input [3:0] I,
					 input [1:0] S,
					 output reg T);
always @ (*)  
	case (S)
		2'd0 : T = I[0];
		2'd1 : T = I[1];
		2'd2 : T = I[2];
		2'd3 : T = I[3];
	endcase
endmodule
module COMPARATOR( input [1:0] s,  
				   output  K,L);
 parameter a = 1'b1;
 parameter b = 1'b0;  
 parameter c = 1'b1;
 parameter d = 1'b1;
 parameter e = 1'b1;
 parameter f = 1'b1;
 parameter g = 1'b0; 
 parameter h = 1'b1;
 MUX4x1_Case MUX4x1_K (.I({a, b, c, d}), .S({s[0], s[1]}), .T(K));   
 MUX4x1_Case MUX4x1_L (.I({e, f, g, h}), .S({s[0], s[1]}), .T(L));
endmodule 
module EXTENDER (   input Ki,Li,  
				   input A,B,
				   output K_n,L_n );
 assign K_n = ((A & !B ) | (!B & Ki) | (Ki & (A)) );  
 assign L_n = ((!A & B ) | (Li & !A) | (B & (Li)) );  
endmodule
module COMP_4(input [3:0] X,  
			  input [3:0] Y,
			  output K_o, L_o
			  );
	wire wk0, wk1, wk2;   
	wire wl0, wl1, wl2;
	COMPARATOR Comp_1 (.s({X[0],Y[0]}), .K(wk0), .L(wl0));   
	EXTENDER Ext_1 (.Ki(wk0),.Li(wl0),.A(X[1]),.B(Y[1]),.K_n(wk1),.L_n(wl1));  
	EXTENDER Ext_2 (.Ki(wk1),.Li(wl1),.A(X[2]),.B(Y[2]),.K_n(wk2),.L_n(wl2));
	EXTENDER Ext_3 (.Ki(wk2),.Li(wl2),.A(X[3]),.B(Y[3]),.K_n(K_o),.L_n(L_o));
endmodule
==> results_slide.txt <==
Physical Implementation Snapshot

Detailed routing
  • Number of remaining DRC errors: 0
  • Top routing layer used: met3
  • WL final: 450 µm
  • Diodes inserted: 0
  • DR iter-0 viols: 1
  • Routed vias: 135
  • DRT Pass-1 Iters: 2
  • DRT antenna net count: 0
  • WL met1: 184 µm
  • Detail Route met3 WL: 57 µm
  • Vias/cell: 1.88
  • Met2 routed WL: 207 µm
  • WL per Instance: 6.25 µm

Floorplan
  • Die area: 0.00640 mm²
  • Core area: 0.00342 mm²
  • Die extent in y: 80 µm
  • Cell row count: 21
  • Io pins: 10
  • Die X: 80 µm
  • FP Core Util: 0.0264

Synthesis
  • Avg Inst Size Synth: 7.51 µm²
  • YS chip area: 90.1 µm²
  • # Cells Yosys: 12
  • Post-Syn Area: 90.1 µm²
  • Yosys warnings: 1
  • Synth top area cells: maj3_2 37%, maj3_1 11%, a22o_1 9.7%, inv_1 8.3%, o21a_1 8.3%
  • Sequential fraction of the synthesis area: 0
  • Cell count after synthesis: 12
  • Distinct lib cells: 9
  • Leading area contributor after synthesis: maj3_2
  • Area leader share: 0.375

Critical path
  • Setup Crit Path Kind: in2out
  • CP Cell Sequence: buf_6 > nand2b_4 > maj3_2 > maj3_2 > maj3_2 > buf_2
  • Most used cell along the critical path: maj3_2
  • Crit start category: input port
  • Worst endpoint data arrival time: 1390 ps
  • Worst EP required: 800 ps
  • Slowest-stage cell, CP: maj3_2
  • Peak per-stage delay on the critical path: 290 ps
  • Critical path peak fanout: 2
  • Crit end category: primary output

Layout
  • Fraction of layout instances using a drive strength above 1: 0.692
  • Registers: 0
  • CLK BUF: 0
  • Final core occ: 0.0835
  • Post-route insts no fill: 72
  • Most frequent cells in the layout: 4 x maj3_2, 4 x buf_2, 3 x buf_6, 3 x buf_4
  • Area delta synth->final: 217%
  • FF+latch area: 0 µm²

STA
  • Post-route clock period utilization: 1.59
  • Fmax: 0.627 GHz
  • Slew Limit Headroom: 0.914
  • Fin Hold WS: 732 ps
  • Endpoints failing setup: 2
  • Slew at the pin closest to its max-slew limit: 129 ps
  • RSZ-0062 raised after global routing: true
  • PnR worst setup slack: -594 ps
  • Post-route minimum period: 1590 ps
  • Max-slew violations: 0
  • Final Hold Violation Tally: 0

Power and ir drop
  • Power Density: 320 mW/mm²
  • P_leak: 0.134 nW
  • VDD IR max: 37.6 µV
  • Design Power: 0.0914 mW

Global routing
  • Largest net degree at the start of global routing: 4
  • Initial antenna violation count: 0
  • First-pass GRT wire length: 648 µm
  • GR Util All Layers: 0.0127
  • Vias in the first global route: 120
  • Grt ovf: 0

Placed design
  • Worst slack at placement: -1320 ps
  • Placed Instances: 71
  • Count of input and output buffers: 10
  • RePlAce Congestion: 0.631
  • HPWL after DPL: 425 µm

Worst hold path
  • Worst hold-check path type: in2out

Outcome
  • Status: finished, violations left
  • Failing checks: negative setup slack

Clock network
  • Hold-fix buffers, CTS: 0

Run
  • Total of max-cap violations: 0
  • Tool warnings: 35
worst max-delay path: cells and delay by family:
| kind | cells | cell delay, ps |
|---|---|---|
| fa+ha+maj | 3 | 860 |
| buf+inv | 2 | 210 |
| simple gates | 1 | 120 |
routing by layer:
layer  vias to the layer above  track usage
met5                         -            0
met1                        59       0.0152
met4                         0            0
met3                         0      0.00682
li1                         71            -
met2                         5       0.0209
logic make-up after synthesis:
group	after synthesis	share of synthesized area
AND/OR/NAND/NOR	2	0.139
AND-OR/OR-AND	3	0.250
buffers and inverters	3	0.125
adder cells (fa/ha/maj)	4	0.486
Yosys cell counts:
cell type  number
maj3_1          1
nand2b_1        1
o22ai_1         1
a22o_1          1
inv_2           1
maj3_2          3
inv_1           2
nor2b_1         1
o21a_1          1
layout make-up:
| type | count | area [µm²] |
|---|---|---|
| fill | 408 | 3130 |
| timing repair buffer | 14 | 119 |
| multi-input combinational | 9 | 95.1 |
| tap | 46 | 57.6 |
| inverter | 3 | 13.8 |
final timing paths:
kind	startpoint	endpoint	slack [ps]	cells past startpoint
min	X[3]	L_o	730	3
max	X[0]	K_o	-590	6
what timing repair did:
action	in CTS	in global routing
gates cloned	0	0
endpoints found under the setup margin	2	2
buffers inserted	0	1
resized	24	9
pin swaps	5	4
per-stage QoR:
step	area, µm²	setup TNS [ps]
2_1_floorplan	98.8	-353
3_3_place_gp	279	-2390
3_5_place_dp	279	-2390
4_1_cts	259	-974
5_1_grt	285	-1040
6_report	285	-935
power by group:
group | total, mW | internal, mW | switching, mW
Clock | 0 | 0 | 0
Combinational | 0.0914 | 0.0616 | 0.0297
Sequential | 0 | 0 | 0
Power and IR drop assume default switching activity.
