--- design.v ---
module AltCompr( input Clk, Reset,
				 input PA,PB,PMB,
				 output C1,C2,C3);
reg[2:0] EstPres, ProxEstado;
parameter a = 3'b100;    
parameter b = 3'b001;    
parameter c = 3'b101;    
parameter d = 3'b110;    
parameter e = 3'b010;    
parameter f = 3'b011;    
parameter g = 3'b111;    
always @(posedge Clk, posedge Reset)
    if (Reset) EstPres <= a;
        else EstPres <= ProxEstado;
always @ (*)
    case (EstPres)
    a	:	if(PB)	ProxEstado = b;
                else ProxEstado = a;
    b   :   if(PA)   ProxEstado = c;
                else if(PMB) ProxEstado = g;
                        else ProxEstado = b;
    c   :   if(PB)   ProxEstado  = d;
                else ProxEstado = c;
    d   :     if(PA)   ProxEstado = e;
                else if(PMB) ProxEstado = g;
                        else ProxEstado = d;
    e   :   if(PB)   ProxEstado  = f;
                else ProxEstado = e;
    f   :   if(PA)   ProxEstado = a;
                else if(PMB) ProxEstado = g;
                        else ProxEstado = f;
    g   :   if(PA)  ProxEstado  = a;
                else    ProxEstado = g;
    endcase
assign C1 = (EstPres == b | EstPres == d | EstPres == g | !PA & PMB & EstPres == f); 
assign C2 = (EstPres == b | EstPres == f | EstPres == g |  !PA & PMB & EstPres == d);
assign C3 = (EstPres == d | EstPres == f | EstPres == g |  !PA & PMB & EstPres == b);
endmodule
--- config.mk ---
export PLATFORM = sky130hd
export DESIGN_NAME = AltCompr
export DESIGN_NICKNAME = AltCompr
export VERILOG_FILES = /design/flow/design.v
export SDC_FILE = /design/flow/constraint.sdc
export NUM_CORES = 4
export LEC_CHECK = 1
export CORE_AREA = 10 10 70 70
export DIE_AREA = 0 0 80 80
--- constraint.sdc ---
current_design AltCompr

set clk_period 1.5
set clk_io_pct 0.2

create_clock -name clk0 -period $clk_period [get_ports {Clk}]

set non_clock_inputs [all_inputs -no_clocks]
set_input_delay [expr $clk_period * $clk_io_pct] -clock clk0 $non_clock_inputs
set_output_delay [expr $clk_period * $clk_io_pct] -clock clk0 [all_outputs]
--- run.sh ---
#!/bin/bash
# OpenROAD 26Q1-2900-gdf79404cd8, Yosys 0.63+post, stock flow scripts
make -C /OpenROAD-flow-scripts/flow DESIGN_CONFIG=/design/flow/config.mk WORK_HOME=/design/flow/orfs finish
==> metrics.yaml <==
outcome: "finished, violations left"
violations: "negative setup slack"
totalWireLength_um: 835
worst-path-max-fanout: 4
mappedNetlistArea_sq_um: 318
final_period_minus_worst_setup_slack_ns: 1.55
peak_ir_drop_on_the_vdd_network_mv: 0.0805
die_area_sq_um: 6400
critPathMaxStageDelay_ns: 0.56
placement_rows: 21
power.share.clock_pct: 53.1
path_buffers: 3
cts_tree: "yes"
cp_required_ns: 1.20
yosys.cell_types.count: 24
number_of_global_route_vias_before_repair: 323
synth.cells.most_frequent: "3 x sky130_fd_sc_hd__dlxtn_1, 3 x sky130_fd_sc_hd__mux2i_1"
unconstrained_endpoints: 6
yosys_warnings: 1
crit_type: "register to primary output"
crit_slowest_cell: "sky130_fd_sc_hd__dfstp_2"
postLayoutSetupSlackWorst_ns: -0.0483
p_int_mw: 0.209
placed_cell_area_sq_um: 483
synth-edff-count: 0
postSynth.topFlopCell: "sky130_fd_sc_hd__dlxtn_1"
report.final.hold_viol_count: 0
topCellsByArea: "sky130_fd_sc_hd__dfrtp_1 16%, sky130_fd_sc_hd__dlxtn_1 14%, sky130_fd_sc_hd__mux2i_1 9.4%"
inserted_clock_buffers: 3
power_frac_seq_pct: 31.2
synthArstFlopShare_pct: 50.0
number_of_antenna_violations_at_the_first_check_in_global_routing: 0
synthDominantCellAreaShare_pct: 15.7
power.density_cell_area_nw_per_um2: 484
yosys.area.top_type: "sky130_fd_sc_hd__dfrtp_1"
max_slew_margin_pct: 81.1
layout.core_utilization_pct: 16.2
initial_utilization_pct: 9.30
syn_to_final_growth_pct: 73.6
total_number_of_warnings_across_the_stage_logs: 27
critPathLaunchType: "register"
die_h_um: 80
die.size.x_um: 80
worst-slew-pin-transition_ns: 0.282
layout-drive-gt1-share_pct: 48.2
h_tree_depth_reported_by_cts: 1
first_iter_violations: 10
core_region_area_sq_um: 3420
critical_path.most_common_cell: "sky130_fd_sc_hd__buf_6"
dp.cells: 92
synth.cellmix.simpleShare_pct: 18.9
antenna-diode-count: 0
power.net_switching_mw: 0.0576
yosys_area_sq_um: 318
setup_repair_after_global_routing_missed_its_margin: "yes"
worst_setup_hold_path_clk_slew_ns: 0.04
and_or_or_and_cells_area_fraction_pct: 20.9
post_drt_via_cell_ratio: 3.16
ys_cells: 33
post_synth_mux_area_share_pct: 9.45
leakagePower_nw: 0.256
drt_drc: 0
critPathTopFamily: "flip-flops"
cts-root-buf: "sky130_fd_sc_hd__clkbuf_4"
ios: 8
setup-tns-final_ns: -0.0694
buffer_ports.inserted: 7
finalSetupViolCount: 2
grt-ovfl-total: 0
yosys.area_share.adder_pct: 0
stdcell_count: 102
largest_net_degree_at_the_start_of_global_routing: 10
fin_crit_sh_pct: 103
drt.antenna.violating_nets: 0
timing.fmax_ghz: 0.646
final_max_slew_violation_count: 0
finish.instance_area_sq_um: 552
post_cts_hold_buffer_count: 0
power.share.combinational_pct: 15.7
worstPathArrival_ns: 1.25
cap_viol_max_count: 0
synth-xor-area-share_pct: 0
logic_family: "AND-OR/OR-AND gates"
synthesis.area_per_instance_sq_um: 9.63
synthesized_instance_count: 33
globalplace.congestion: 0.765
p_sw_share_pct: 21.6
unclocked_pins: 3
cp-end-kind: "primary output"
fin_hold_ws_ns: 0.232
route.vias.total: 322
dpl.hpwl_um: 598
clock_path_buffers: 2
hold_path_class: "input pin to asynchronous set/reset pin"
yosys_register_bits: 6
crit_chain: "buf_6 -> buf_6 -> mux2i_1 -> buf_2"
avg_wl_per_cell_um: 8.19
grt_pass1_wl_mm: 1.31
drt_pass1_iterations: 4
grt_util_all_layers_pct: 2.41
fillCellCount: 395
[kinds of logic (layout without fill, tap and decap cells)]
group	Yosys count	after routing
flops	3	3
buf+inv	5	28
simple gates	10	10
compound gates	9	9
mux	3	3
latches	3	3
[power by group through the flow]
stage     Clock (mW)  Sequential (mW)  Combinational (mW)
4_1_cts        0.149           0.0833              0.0414
5_1_grt        0.156           0.0833              0.0457
6_report       0.142           0.0833              0.0419
[what timing repair did]
action,CTS,global route
endpoints found under the setup margin,3,3
setup buffers,4,2
gates cloned,0,0
endpoints found under the hold margin,0,0
resized,14,1
pin swaps,1,1
[layout make-up]
class / instances / area [sq um] / share of cell area, %
repair buffers: 22 / 173 / 31.3
multi-input cells: 22 / 164 / 29.7
flip-flops and latches: 6 / 121 / 22.0
well taps: 46 / 57.6 / 10.4
clock buffers: 4 / 26.3 / 4.76
inverters: 2 / 10.0 / 1.81
[stage by stage]
stage	setup slack, ns	total power, mW
floorplan	0.381	0.0971
global placement	-0.476	0.122
detailed placement	-0.505	0.123
CTS	-0.0721	0.274
global route	-0.140	0.285
finish	-0.0483	0.267
[worst max-delay path by stage]
stage / start / slack (ns) / end / cells past startpoint
final: EstPres[2] / -0.05 / C1 / 4
after global routing: EstPres[2] / -0.14 / C1 / 4
after CTS: EstPres[2] / -0.07 / C1 / 4
[cell usage in the layout (no fill, tap or decap), drive strengths merged]
| cell type | count |
|---|---|
| a21o | 1 |
| a21oi | 2 |
| a22o | 1 |
| a31o | 1 |
| a31oi | 1 |
| buf | 17 |
| clkbuf | 5 |
| clkdlybuf4s50 | 2 |
| dfrtp | 2 |
| dfstp | 1 |
| dlxtn | 3 |
| dlygate4sd2 | 2 |
| inv | 2 |
| mux2i | 3 |
| nand2 | 2 |
| nand2b | 2 |
| nand3 | 1 |
| nor2 | 1 |
| nor2b | 1 |
| nor3 | 1 |
| nor3b | 2 |
| o21ai | 1 |
| o22a | 2 |
[state kept, by name (all words and copies together) (netlist names)]
| register | count |
|---|---|
| ProxEstado | 3 |
| EstPres | 3 |
[routing by layer]
metal | global-route usage, % | wire length, um | vias to the layer above
met1 | 2.27 | 319 | 156
met4 | 1.23 | 19 | 0
met3 | 0 | 0 | 2
met5 | 0 | 0 | -
met2 | 5.06 | 495 | 2
li1 | - | - | 162
No activity file was given, so power comes from the tool's default toggle rates.
